===== /design/flow/constraint.sdc =====
current_design sequence_editor

set clk_period 4.3
set clk_io_pct 0.2

create_clock -name clk0 -period $clk_period [get_ports {clk}]

set non_clock_inputs [all_inputs -no_clocks]
set_input_delay [expr $clk_period * $clk_io_pct] -clock clk0 $non_clock_inputs
set_output_delay [expr $clk_period * $clk_io_pct] -clock clk0 [all_outputs]

===== /design/flow/design.v =====
module sequence_editor(input logic clk, input logic rst, input logic [1:0]mode, input logic [2:0]set_time_idx, input logic [3:0]tgl_play_smpl, 
output logic [3:0]seq_smpl_1, output logic [3:0]seq_smpl_2, output logic [3:0]seq_smpl_3, output logic [3:0]seq_smpl_4, output logic [3:0]seq_smpl_5,
output logic [3:0]seq_smpl_6, output logic [3:0]seq_smpl_7, output logic [3:0]seq_smpl_8);
always_ff @ (posedge clk)
begin
    if (rst) begin
        seq_smpl_1 <= 0;
        seq_smpl_2 <= 0;
        seq_smpl_3 <= 0;
        seq_smpl_4 <= 0;
        seq_smpl_5 <= 0;
        seq_smpl_6 <= 0;
        seq_smpl_7 <= 0;
        seq_smpl_8 <= 0;
    end
    else if(mode == '0) begin
        seq_smpl_1 <= (set_time_idx == 0) ? seq_smpl_1 ^ tgl_play_smpl : seq_smpl_1;
        seq_smpl_2 <= (set_time_idx == 1) ? seq_smpl_2 ^ tgl_play_smpl : seq_smpl_2;
        seq_smpl_3 <= (set_time_idx == 2) ? seq_smpl_3 ^ tgl_play_smpl : seq_smpl_3;
        seq_smpl_4 <= (set_time_idx == 3) ? seq_smpl_4 ^ tgl_play_smpl : seq_smpl_4;
        seq_smpl_5 <= (set_time_idx == 4) ? seq_smpl_5 ^ tgl_play_smpl : seq_smpl_5;
        seq_smpl_6 <= (set_time_idx == 5) ? seq_smpl_6 ^ tgl_play_smpl : seq_smpl_6;
        seq_smpl_7 <= (set_time_idx == 6) ? seq_smpl_7 ^ tgl_play_smpl : seq_smpl_7;
        seq_smpl_8 <= (set_time_idx == 7) ? seq_smpl_8 ^ tgl_play_smpl : seq_smpl_8;
    end
end 
endmodule

===== /design/flow/run.sh =====
#!/bin/bash
# OpenROAD 26Q1-2900-gdf79404cd8, Yosys 0.63+post, stock flow scripts
make -C /OpenROAD-flow-scripts/flow DESIGN_CONFIG=/design/flow/config.mk WORK_HOME=/design/flow/orfs finish

===== /design/flow/config.mk =====
export PLATFORM = sky130hd
export DESIGN_NAME = sequence_editor
export DESIGN_NICKNAME = sequence_editor
export VERILOG_FILES = /design/flow/design.v
export SDC_FILE = /design/flow/constraint.sdc
export NUM_CORES = 4
export LEC_CHECK = 1
export CORE_AREA = 10 10 99 99
export DIE_AREA = 0 0 109 109
export SYNTH_HDL_FRONTEND = slang

==> qor.yml <==
synthesis:
  synth_flop_count: 32
  most_common_cell: "dfxtp_1"
  simple_gate_area_share_pct: 25.2
  syn_inst: 154
  ys_sh_mux_pct: 1.67
  syn_area_per_cell_um2: 8.75
  synthDistinctLibCells: 16
  adder_share_pct: 0
  ys_sh_aoi_pct: 22.3
  syn_area_um2: 1350
  synth_chip_area_um2: 1350
  synth-edff-count: 0
  top_cells_by_count: "dfxtp_1, a21oi_1, o21ai_0, or3_1, clkbuf_1"
  ys_seq_share_pct: 47.5
  async_flop_share_pct: 0
  logic_family: "simple AND/OR/NAND/NOR gates"
  yosys_warnings: 0
  yosys.area.top_type: "dfxtp_1"
  flop_cell: "dfxtp_1"
  synth-xor-area-share_pct: 0
  synth.top_cell.area_share_pct: 47.5
  synth_stat.cells: 154
  yosys-top-cells-area: "dfxtp_1, or3_1, a21oi_1"
final_timing:
  final_hold_viol_count: 0
  period_needed_ns: 2.45
  fin_crit_sh_pct: 56.9
  worst_slack_ns: 1.85
  rsz0062_at_grt: "no"
  finClkSkew_ns: 0
  max_clock_freq_mhz: 409
  setup_viol: 0
  worstMarginPinSlew_ns: 0.646
  slew_headroom_pct: 56.8
  slew_violations: 0
  setup_tns_ns: 0
grt:
  antenna_found_initial: 0
  gr-total-overflow: 0
  grt_usage_pct: 6.80
  grt_max_degree: 20
  grt_pass1_wl_um: 6430
  grt_pass1_vias: 1131
die:
  rows: 32
  fp-utilization_pct: 17.4
  coreArea_um2: 7730
  io_pins: 43
  dieHeight_um: 109
  die_w_um: 109
  die_area_um2: 11900
pwr:
  leakage_uw: 0.000590
  switching_share_pct: 21.8
  clkPwrFrac_pct: 44.9
  seqPwrFrac_pct: 47.9
  power.internal_uw: 494
  vdd_drop_max_uv: 170
  power.density_nw_per_um2: 321
  p_switching_uw: 138
  pwr-share-comb_pct: 7.2
routing:
  drt-initial-drc-count: 58
  drcViolationCount: 0
  diodes: 0
  routed_wl_um: 4030
  via_count: 1244
  routedWlPerCell_um: 13.6
  vias_per_cell: 4.20
  antenna_left: 0
  first_pass_iters: 4
setup_path:
  cp.required_ns: 4.51
  start_kind: "input pin"
  crit_arrival_ns: 2.66
  crit_start: "mode[1]"
  cp_top_family: "simple AND/OR/NAND/NOR gates"
  path_class: "input pin to flop"
  rr_startpoint: "seq_smpl_1[3]"
  r2r-end: "seq_smpl_1[3]"
  cp_max_fo: 10
  slowest_delay_ns: 0.73
  end_kind: "flop"
  critPathBufInv: 1
  crit_slowest_cell: "or4b_1"
  reg2reg_slack_ns: 3.39
  crit_chain: "clkdlybuf4s50_1 > or4b_1 > or3_1 > a21oi_1"
  ff2ff_path_depth: 2
placement:
  dp_cells: 288
  port_buffers: 42
  place.gp.congestion: 0.762
  dp_slack_ns: 1.57
  dp_hpwl_um: 2990
finish:
  mi_logic_area_um2: 662
  drive_above_1_share_pct: 5.67
  fill_cells: 811
  seq_area_um2: 641
  area.growth.synth_to_final_pct: 45.9
  fin_cells: 296
clock_tree:
  cts_setup_buffers: 0
  clk_path_buf_depth: 2
  cts_tree: "built"
  cts-hold-fix-buffers: 0
  h-tree-depth: 2
  cts_resized: 0
  clk_pin_slew_worst_paths_ns: 0.06
  cts_inserted_buffers: 5
  numClockSinks: 32
  cts_root_buffer: "clkbuf_8"
  clock_latency_ns: 0.28
run:
  openroad.warnings: 25
  maxCapViolations: 0
worst_hold_path:
  min_to: "seq_smpl_2[0]"
  hold_start: "seq_smpl_2[0]"
  whs_path_depth: 2
  hp-class: "flop to flop"
status:
  status: "finished clean"
-- how the worst max path moves through the flow --
stage	endpoint	slack, ns	cells past startpoint
after CTS	seq_smpl_1[1]	1.87	4
after global routing	seq_smpl_1[1]	1.76	4
final	seq_smpl_1[1]	1.85	4
-- flip-flops by register name, summed over array words and instances (netlist names) --
name and count:
seq_smpl_1 4, seq_smpl_2 4, seq_smpl_3 4, seq_smpl_4 4, seq_smpl_5 4, seq_smpl_6 4
seq_smpl_7 4, seq_smpl_8 4
-- per-stage QoR --
step	total power, µW	area (µm²)	hold slack, ns	utilization (%)
floorplan	329	1350	0.445	-
global placement	355	1860	0.466	24.0
detailed placement	355	1860	0.475	24.0
CTS	641	1970	0.488	25.4
global route	655	1970	0.506	25.4
finish	632	1970	0.485	25.4
-- tightest hold or removal path, cell delays in order (launching register included) --
cell and delay [ns]:
dfxtp_1 0.31, o21ai_0 0.07, a21oi_1 0.06
-- cells by family (layout without fill, tap and decap cells) --
logic type	after synthesis	count (layout)
AND-OR/OR-AND	60	60
buffers and inverters	11	51
flip-flops	32	32
multiplexers	2	2
AND/OR/NAND/NOR	49	49
-- layout make-up --
cell class | instances | share of cell area [%]
clock inverters | 2 | 1.78
flip-flops and latches | 32 | 32.6
clock buffers | 6 | 3.69
repair buffers | 43 | 21.8
well taps | 102 | 6.49
multi-input cells | 111 | 33.7
-- metal layers --
metal  track usage (%)  vias to the layer above  wire length (µm)
li1                  -                      652                 -
met3              2.63                        4               307
met2              9.98                       40              1800
met4             0.753                        0                34
met1              9.60                      548              1890
met5                 0                        -                 0
-- placed cells by master, fill, tap and decap left out --
cell type         n
clkbuf_1          1
nor2b_1           2
clkdlybuf4s50_1  42
dfxtp_1          32
or3_1            30
nor2_1            2
mux2_2            2
bufinv_16         1
or4b_1            4
clkbuf_8          5
nand2b_1          3
buf_4             1
o21ai_0          30
or2_2             1
clkinv_2          1
nand4bb_1         4
nor4b_1           2
a21oi_1          30
nand2_1           1
-- power groups by stage --
stage,registers (µW),logic [µW],clock network (µW)
6_report,303,45.6,283
5_1_grt,303,50.8,301
4_1_cts,303,45.9,293
No activity file was given, so power comes from the tool's default toggle rates.
