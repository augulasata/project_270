## flow/constraint.sdc

```tcl
current_design sequencer

set clk_period 1.2
set clk_io_pct 0.2

create_clock -name clk0 -period $clk_period [get_ports {clk}]

set non_clock_inputs [all_inputs -no_clocks]
set_input_delay [expr $clk_period * $clk_io_pct] -clock clk0 $non_clock_inputs
set_output_delay [expr $clk_period * $clk_io_pct] -clock clk0 [all_outputs]
```

## flow/design.v

```verilog
module sequencer(input logic clk, input logic rst, input logic srst, input logic go_right, input logic go_left, output logic [7:0]seq_out);
logic [7:0]next;
always_comb
begin
    if (srst)
        next = 8'h80;
    else if(go_left)
        next = (seq_out << 1) | (seq_out >> 7);
    else if(go_right)
        next = (seq_out << 7) | (seq_out >> 1);
    else
        next = seq_out;
end
always_ff @ (posedge clk, posedge rst)
begin  
    if(rst)
        seq_out <= 8'h80;
    else
        seq_out <= next;
end
endmodule
```

## flow/run.sh

```bash
#!/bin/bash
# OpenROAD 26Q1-2900-gdf79404cd8, Yosys 0.63+post, stock flow scripts
make -C /OpenROAD-flow-scripts/flow DESIGN_CONFIG=/design/flow/config.mk WORK_HOME=/design/flow/orfs finish
```

## flow/config.mk

```make
export PLATFORM = sky130hd
export DESIGN_NAME = sequencer
export DESIGN_NICKNAME = sequencer
export VERILOG_FILES = /design/flow/design.v
export SDC_FILE = /design/flow/constraint.sdc
export NUM_CORES = 4
export LEC_CHECK = 1
export CORE_AREA = 10 10 70 70
export DIE_AREA = 0 0 80 80
export SYNTH_HDL_FRONTEND = slang
```

==> flow_summary_export.csv <==
group,metric,value,unit
status,status,"completed",
drt,drtAntennaViolNets,0,
worst_setup_path,path_buffers,1,
logic_synthesis,synth-warning-count,0,
final_layout,reg_top3,"seq_out: 8 flops",
logic_synthesis,synthTopCellsByArea,"dfrtp_1, mux2i_1, a211oi_1",
timing,slew_viol_final,0,
grt,antenna_found_initial,0,
worst_setup_path,crit_cells,1,
worst_setup_path,r2r_cells,3,
drt,drt_iter0_drc,23,
final_layout,largest_reg_flops,8,
final_layout,layout-drive-gt1-share,0.258,
power,p_int,511,uW
final_layout,largest-register,"seq_out",
grt,first_global_vias,410,
clock_tree,clockRootBuffer,"clkbuf_4",
timing,max_freq,0.888,GHz
logic_synthesis,topCombFamilyByArea,"multiplexers",
worst_setup_path,path_class,"reg2out",
logic_synthesis,top_cell,"mux2i_1",
floorplanning,core-area,3420,um2
timing,period_used_share,0.938,
worst_setup_path,crit_family,"flip-flops",
floorplanning,fp_util,0.122,
drt,firstDrtPassIters,2,
logic_synthesis,compound_area_frac,0.138,
floorplanning,ioPinCount,13,
timing,hold_viol,0,
worst_setup_path,crit_path_max_fanout,2,
power,p_sw,165,uW
grt,grt_overflow,0,
timing,finalSetupViolCount,0,
drt,antennaDiodeCount,0,
clock_tree,clk_pin_slew,0.06,ns
worst_setup_path,critPathMaxStageDelay,0.38,ns
clock_tree,cts_hold_buffers,0,
floorplanning,fp.dieW,80,um
logic_synthesis,edf_count,0,
floorplanning,dieArea,6400,um2
worst_setup_path,worstPathCellList,"dlygate4sd2_1",
power,p_per_area,985,nW/um2
grt,grt_pass1_wl,2020,um
clock_tree,cts_inserted_buffers,3,
power,pwr-share-seq,0.445,
flow_run,tool_warnings,25,
logic_synthesis,yosys_area,417,um2
logic_synthesis,synth_cell_types,11,
grt,grt_use_total,0.0399,
worst_setup_path,critPathCaptureType,"output pin",
timing,worst_slew_pin_slew,0.361,ns
power,combinationalPowerShare,0.229,
power,leakage,0.000331,uW
clock_tree,clock-sinks,8,
clock_tree,h-tree-depth,1,
grt,grt_max_degree,10,
drt,via_per_inst,3.52,
logic_synthesis,syn_avg_cell_area,11.3,um2
drt,wl,1140,um
logic_synthesis,ys_sh_xor,0,
worst_setup_path,crit_end,"seq_out[0]",
flow_run,max-cap-violations,0,
worst_setup_path,r2r-start,"seq_out[7]",
final_layout,fin_area,687,um2
timing,clock_skew,0.0118,ns
worst_hold_path,min_path_type,"in2async",
worst_setup_path,rrSetupSlack,0.17,ns
placed_design,port_buffers,12,
worst_setup_path,crit_slowest_cell,"dfrtp_1",
clock_tree,cts_tree,"built",
placed_design,pre_cts_ws,-0.130,ns
logic_synthesis,yosys.area.top_type_share,0.420,
logic_synthesis,mux_area_frac,0.192,
power,clkPwrFrac,0.326,
placed_design,dpl_cell_area,637,um2
logic_synthesis,fa_ha_area_frac,0,
worst_setup_path,startpoint_type,"register",
drt,route.vias.total,380,
drt,wl_per_cell,10.6,um
placed_design,dpl.hpwl,829,um
timing,slew_headroom,0.758,
power,switching_share,0.244,
logic_synthesis,ys_cells,37,
timing,finalWorstSetupSlack,0.0743,ns
logic_synthesis,ff_type,"dfrtp_1",
clock_tree,worstSkewPairLatency,0.26,ns
timing,rsz0062_at_grt,"no",
logic_synthesis,synth.yosys.seq_area_share,0.483,
final_layout,area_delta_synth_final,64.9,%
worst_setup_path,r2r_end,"seq_out[6]",
worst_setup_path,worstPathRequired,0.96,ns
power,vdd_drop_max,0.224,mV
clock_tree,cts_buffer_depth,2,
timing,period_minus_slack,1.13,ns
drt,drc,0,
logic_synthesis,yosys.area_share.simple,0.132,
logic_synthesis,top_area_cell,"dfrtp_1",
logic_synthesis,synth_flops,8,
logic_synthesis,ys_async_sr_fraction,1.00,
worst_setup_path,worstPathArrival,0.89,ns
logic_synthesis,syn_inst,37,
logic_synthesis,syn_area,417,um2
logic_synthesis,synthTopCellsByCount,"mux2i_1, a211oi_1, dfrtp_1, nor2b_1, inv_1",
floorplanning,die_y,80,um
floorplanning,std_cell_rows,21,
worst_setup_path,critical_path.startpoint,"seq_out[0]",
placed_design,gp_congestion,0.832,
==> what timing repair did <==
| item | in CTS | in global routing |
|---|---|---|
| setup buffers | 5 | 0 |
| resized | 10 | 0 |
| hold endpoints to repair | 0 | 0 |
| setup endpoints to repair | 8 | 0 |
==> final cells by class <==
| type | count | area, um2 |
|---|---|---|
| inverters | 2 | 7.51 |
| multi-input cells | 25 | 193 |
| well taps | 46 | 57.6 |
| fillers | 390 | 2730 |
| repair buffers | 23 | 201 |
| flip-flops and latches | 8 | 201 |
| clock buffers | 4 | 26.3 |
==> power groups by stage <==
stage / combinational, uW / clock (uW) / sequential [uW]
4_1_cts: 158 / 228 / 301
5_1_grt: 175 / 248 / 305
6_report: 155 / 221 / 301
==> metal layers <==
metal / vias to the layer above / global-route usage / wire [um]
met4: 0 / 0.00352 / 10
met2: 12 / 0.0498 / 433
met1: 181 / 0.0522 / 521
met5: - / 0 / 0
li1: 185 / - / -
met3: 2 / 0.0341 / 176
==> worst min path at each step <==
stage | from | end | slack (ns) | depth (start not counted)
CTS | rst | seq_out[0] | 0.24 | 2
global route | rst | seq_out[1] | 0.28 | 2
finish | rst | seq_out[3] | 0.23 | 2
==> stage by stage <==
stage / utilization / power, uW / hold slack [ns] / instances / TNS [ns]
final: 0.201 / 677 / 0.230 / 108 / 0
after global routing: 0.201 / 727 / 0.277 / 108 / 0
after CTS: 0.201 / 687 / 0.244 / 108 / 0
after detailed placement: 0.186 / 460 / 0.525 / 99 / -0.759
after global placement: 0.186 / 460 / 0.517 / 99 / -0.843
after floorplan: - / 368 / 0.0549 / 37 / 0
==> layout by cell type (no fill, tap or decap) <==
cell / count
nor3b_1: 1
clkbuf_4: 3
clkbuf_1: 1
dfstp_2: 1
buf_2: 1
dfrtp_1: 7
a21oi_1: 1
buf_12: 1
inv_1: 2
dlygate4sd2_1: 7
nor2b_1: 7
nor2_1: 1
clkdlybuf4s50_1: 4
buf_4: 10
a211oi_1: 7
mux2i_1: 8
==> logic make-up after synthesis <==
| logic type | after synthesis |
|---|---|
| buffers and inverters | 4 |
| muxes | 8 |
| and+or+nand+nor | 9 |
| DFF | 8 |
| AOI/OAI and AO/OA | 8 |
No activity file was given, so power comes from the tool's default toggle rates.
