[/design/flow/design.v]
module clkdiv #(
    parameter BITLEN = 8
) (
    input logic clk, rst, 
    input logic [BITLEN-1:0] lim,
    output logic hzX
);
  logic [BITLEN-1:0] Q;  
always_ff @ (posedge clk, posedge rst) begin  
 if (rst) begin
  Q <= 0;
  hzX <= 0;
  end
 else begin
  Q <= Q  + 1;
  if(Q == lim) begin
    Q <= 0;
    hzX <= ~hzX;
    end 
 end 
 end
endmodule
[/design/flow/run.sh]
#!/bin/bash
# OpenROAD 26Q1-2900-gdf79404cd8, Yosys 0.63+post, stock flow scripts
make -C /OpenROAD-flow-scripts/flow DESIGN_CONFIG=/design/flow/config.mk WORK_HOME=/design/flow/orfs finish
[/design/flow/config.mk]
export PLATFORM = sky130hd
export DESIGN_NAME = clkdiv
export DESIGN_NICKNAME = clkdiv
export VERILOG_FILES = /design/flow/design.v
export SDC_FILE = /design/flow/constraint.sdc
export NUM_CORES = 4
export LEC_CHECK = 1
export CORE_AREA = 10 10 70 70
export DIE_AREA = 0 0 80 80
export SYNTH_HDL_FRONTEND = slang
[/design/flow/constraint.sdc]
current_design clkdiv

set clk_period 2.6
set clk_io_pct 0.2

create_clock -name clk0 -period $clk_period [get_ports {clk}]

set non_clock_inputs [all_inputs -no_clocks]
set_input_delay [expr $clk_period * $clk_io_pct] -clock clk0 $non_clock_inputs
set_output_delay [expr $clk_period * $clk_io_pct] -clock clk0 [all_outputs]
==> run_results.csv <==
group,metric,value,unit
worst_setup_path,cp-end-kind,"primary output",
floorplan,die_width,80,µm
yosys,syn_inst,45,
detailed_routing,post-route-drc-count,0,
power_and_ir_drop,power_frac_comb,38.4,%
place,dpl.hpwl,745,µm
clock_tree,htreeDepth,1,
yosys,netlist_area,477,µm²
power_and_ir_drop,total_leakage_power,0.252,nW
power_and_ir_drop,total_power,627,µW
yosys,post-synth-top-area-cell,"sky130_fd_sc_hd__dfrtp_1",
power_and_ir_drop,clock_group_share_of_total_power,16.6,%
run_status,outcome,"completed",
final_timing,finalMaxSlewViolations,0,
floorplan,dieArea,6400,µm²
place,finalWeightedCongestion,0.798,
flow_run,warning_count,25,
detailed_routing,drtAntennaViolNets,0,
layout,final_layout_size_suffix_gt1_share,10.2,%
layout,area_delta_synth_final,38.6,%
clock_tree,cts.reportedPaths.clkPinSlew,50,ps
worst_setup_path,criticalPathCategory,"reg -> out",
worst_setup_path,critical-path-slowest-cell,"sky130_fd_sc_hd__clkdlybuf4s50_1",
worst_setup_path,worstPathCellList,"clkdlybuf4s50_1",
yosys,synthDominantCellAreaShare,47.2,%
worst_setup_path,critical_path_arrival,1100,ps
grt,first_global_vias,363,
worst_setup_path,timing.critical_path.buf_inv,1,
power_and_ir_drop,peakVddDrop,0.000145,V
power_and_ir_drop,p_sw_share,36.0,%
yosys,synth-seq-cells,9,
final_timing,layout_worst_path_cycle_share,62.2,%
final_timing,finalSetupViolCount,0,
flow_run,drv.max_cap_violation_count,0,
final_timing,report.final.hold_viol_count,0,
final_timing,rsz0062_at_grt,"no",
layout,final_cell_count_no_fill,105,
yosys,synth_dominant_cell_count,"sky130_fd_sc_hd__xnor2_1",
layout,final_design_area_no_fill,661,µm²
detailed_routing,detailed_route_vias_per_instance,3.20,
yosys,yosysUniqueCellTypes,14,
grt,grt_antenna_before_repair,0,
detailed_routing,detail_route.antenna_diodes,0,
final_timing,maxClockFrequency,0.619,GHz
worst_setup_path,rr_worst_depth,4,
clock_tree,cts_resized,0,
final_timing,finClkSkew,6.49,ps
detailed_routing,vias,336,
clock_tree,cts_made_buffers,3,
final_timing,max_slew.worst_pin.slew,333,ps
yosys,biggest_area_cells,"sky130_fd_sc_hd__dfrtp_1, sky130_fd_sc_hd__xnor2_1, sky130_fd_sc_hd__xor2_1, sky130_fd_sc_hd__nor2_1, sky130_fd_sc_hd__ha_1",
worst_setup_path,critical_path.startpoint,"hzX",
final_timing,finalWorstPathRequiredPeriod,1620,ps
worst_setup_path,top_family_by_delay_on_critical_path,"buffers and inverters",
grt,global_route.usage.total,3.17,%
yosys,number_of_enable_type_register_cells_in_the_synthesized_netlist,0,
worst_setup_path,critical_path_startpoint_category,"flip-flop",
detailed_routing,wl,947,µm
grt,grt_start_max_net_pins,10,
power_and_ir_drop,power_density,949,nW/µm²
floorplan,row_count,21,
place,place_area,634,µm²
yosys,synth.avg_cell_area,10.6,µm²
place,placed_cells_incl_taps,101,
min_path,hold_path_class,"reg -> reg",
yosys,yosys.stat.seqShare,47.2,%
clock_tree,cts_hold_buf,0,
clock_tree,cts_tree,"built",
worst_setup_path,number_of_stages_on_the_worst_setup_path,1,
detailed_routing,post_drt_wl_per_cell,9.02,µm
clock_tree,clock_sink_count,9,
yosys,common_cells,"sky130_fd_sc_hd__xnor2_1, sky130_fd_sc_hd__dfrtp_1, sky130_fd_sc_hd__nor2_1",
grt,grt_first_pass_wirelength,1610,µm
worst_setup_path,rr_startpoint,"Q[1]",
power_and_ir_drop,p_int,401,µW
yosys,yosys_area,477,µm²
worst_setup_path,maximum_single_stage_delay_on_the_critical_path,490,ps
clock_tree,insertion_delay,250,ps
min_path,worst_hold_startpoint,"hzX",
clock_tree,cts_root_buffer,"sky130_fd_sc_hd__clkbuf_4",
yosys,ys_dominant_reg_cell,"sky130_fd_sc_hd__dfrtp_1",
grt,grt-ovfl-total,0,
yosys,synth-cells-yosys,45,
floorplan,fp.coreArea,3420,µm²
floorplan,initial_core_util,14.0,%
final_timing,finalSetupTns,0,ps
worst_setup_path,cp_max_fo,2,
worst_setup_path,cp_data_required_time,2080,ps
final_timing,maxSlewHeadroom,77.8,%
power_and_ir_drop,p_seq_share,45.0,%
yosys,asyncSetResetFlopFracSynth,100,%
yosys,synthesis.yosys.warnings,0,
min_path,worstHoldPathCells,1,
clock_tree,cts.repair_timing.setup_buffer_count,0,
detailed_routing,drt_iter0_markers,37,
floorplan,floorplan.die.height,80,µm
clock_tree,cts.path.max_buffers,2,
detailed_routing,drtPass1Iterations,2,
place,port_buffers,10,
floorplan,floorplan.io_pins,11,
power_and_ir_drop,switching_power_summed_over_all_nets,226,µW
flip-flops by register name, indices dropped and copies added (netlist names):
register / count
hzX: 1
Q: 8
cell families (layout without fill, tap and decap cells):
family / after synthesis / count (layout) / synth area share, %
xor gates and xnor gates: 15 / 15 / 27.6
buffers and inverters: 1 / 15 / 0.787
DFF: 9 / 9 / 47.2
and+or+nand+nor: 19 / 19 / 21.8
adders and majority gates: 1 / 1 / 2.62
metrics by stage:
step	utilization [%]	setup slack, ps	hold WS (ps)
after floorplan	-	1370	348
after global placement	18.6	788	468
after detailed placement	18.6	770	464
after CTS	19.3	949	478
after global routing	19.3	917	506
final	19.3	983	473
power by group through the flow:
stage	clock network [mW]	logic [mW]	registers [mW]
CTS	0.111	0.246	0.282
global route	0.117	0.276	0.294
finish	0.104	0.241	0.282
final cells by class:
| cell class | count | area (µm²) |
|---|---|---|
| flip-flops and latches | 9 | 225 |
| well taps | 46 | 57.6 |
| fillers | 381 | 2760 |
| multi-input cells | 35 | 248 |
| inverters | 1 | 3.75 |
| repair buffers | 10 | 100 |
| clock buffers | 4 | 26.3 |
metal layers:
metal | routed length (µm) | vias up | track usage [%]
met4 | 4 | 0 | 0.704
met2 | 349 | 8 | 3.61
met3 | 110 | 2 | 2.05
met1 | 482 | 150 | 4.68
li1 | - | 176 | -
met5 | 0 | - | 0
placed cells by master, fill, tap and decap left out:
cell / instances
sky130_fd_sc_hd__nor2_4: 1
sky130_fd_sc_hd__dfrtp_1: 9
sky130_fd_sc_hd__inv_1: 1
sky130_fd_sc_hd__nor2_1: 8
sky130_fd_sc_hd__clkbuf_1: 1
sky130_fd_sc_hd__nand3_1: 2
sky130_fd_sc_hd__and3_1: 1
sky130_fd_sc_hd__nor2b_1: 1
sky130_fd_sc_hd__xor2_1: 4
sky130_fd_sc_hd__nor3_2: 1
sky130_fd_sc_hd__clkbuf_4: 3
sky130_fd_sc_hd__ha_1: 1
sky130_fd_sc_hd__clkdlybuf4s50_1: 10
sky130_fd_sc_hd__xnor2_1: 11
sky130_fd_sc_hd__nand2_1: 2
sky130_fd_sc_hd__nand3_2: 1
sky130_fd_sc_hd__nand4_1: 2
final timing paths:
| kind | slack (ps) | end |
|---|---|---|
| worst max-delay path | 980 | hzX |
| max in group asynchronous | 1820 | Q[6] |
| worst min-delay path | 470 | hzX |
| worst max register to register | 1330 | hzX |
| worst min register to register | 470 | hzX |
| min in group asynchronous | 530 | Q[1] |
No activity file was given, so power comes from the tool's default toggle rates.
